`flow/run.sh`:
```
#!/bin/bash
# OpenROAD 26Q1-2900-gdf79404cd8, Yosys 0.63+post, stock flow scripts
make -C /OpenROAD-flow-scripts/flow DESIGN_CONFIG=/design/flow/config.mk WORK_HOME=/design/flow/orfs finish
```
`flow/config.mk`:
```
export PLATFORM = sky130hd
export DESIGN_NAME = flght_cntrl
export DESIGN_NICKNAME = flght_cntrl
export VERILOG_FILES = /design/flow/design.v
export SDC_FILE = /design/flow/constraint.sdc
export NUM_CORES = 4
export LEC_CHECK = 1
export CORE_UTILIZATION = 40
```
`flow/constraint.sdc`:
```
current_design flght_cntrl

set clk_period 8.7
set clk_io_pct 0.2

create_clock -name clk0 -period $clk_period [get_ports {clk}]

set non_clock_inputs [all_inputs -no_clocks]
set_input_delay [expr $clk_period * $clk_io_pct] -clock clk0 $non_clock_inputs
set_output_delay [expr $clk_period * $clk_io_pct] -clock clk0 [all_outputs]
```
`flow/design.v`:
```
module flght_cntrl(clk,rst_n,vld,inertial_cal,d_ptch,d_roll,d_yaw,ptch,
    roll,yaw,thrst,frnt_spd,bck_spd,lft_spd,rght_spd);
parameter D_QUEUE_DEPTH = 14;  
input clk,rst_n;
input vld;       
input inertial_cal;        
input signed [15:0] d_ptch,d_roll,d_yaw;   
input signed [15:0] ptch,roll,yaw;     
input [8:0] thrst;       
output [10:0] frnt_spd;      
output [10:0] bck_spd;       
output [10:0] lft_spd;       
output [10:0] rght_spd;      
integer x;
reg signed [9:0] prev_ptch_err[0:D_QUEUE_DEPTH-1];
reg signed [9:0] prev_roll_err[0:D_QUEUE_DEPTH-1];
reg signed [9:0] prev_yaw_err[0:D_QUEUE_DEPTH-1];  
localparam CAL_SPEED = 11'h1B0;    
localparam MIN_RUN_SPEED = 13'h200;  
localparam D_COEFF = 6'b00111;     
logic [8:0] thrst_flopd;  
always_ff @(posedge clk or negedge rst_n) begin
  if(!rst_n) begin
     thrst_flopd <= 9'h000;
  end else begin
     thrst_flopd <= thrst;
  end
end
wire signed [16:0] ptch_err;
wire signed [9:0] ptch_err_sat;
wire signed [9:0] ptch_pterm;
wire signed [9:0] ptch_D_diff;
wire signed [5:0] ptch_D_diff_sat;
wire signed [11:0] ptch_dterm;
logic signed [9:0] ptch_pterm_flopd;
logic signed [11:0] ptch_dterm_flopd;
assign ptch_err = ptch - d_ptch;
assign ptch_D_diff = ptch_err_sat - prev_ptch_err[D_QUEUE_DEPTH-1];
saturate sat_ptch(.signed_err(ptch_err), .signed_err_sat(ptch_err_sat), 
             .signed_D_diff(ptch_D_diff), .signed_D_diff_sat(ptch_D_diff_sat), 
             .signed_pterm(ptch_pterm));
assign ptch_dterm = ptch_D_diff_sat * $signed(D_COEFF);
always_ff @(posedge clk or negedge rst_n) begin
  if(!rst_n) begin
     ptch_dterm_flopd <= 10'h000;
     ptch_pterm_flopd <= 10'h000;
  end else begin
     ptch_dterm_flopd <= ptch_dterm ;
     ptch_pterm_flopd <= ptch_pterm ;
  end
end
wire signed [16:0] roll_err;
wire signed [9:0] roll_err_sat;
wire signed [9:0] roll_pterm;
wire signed [9:0] roll_D_diff;
wire signed [5:0] roll_D_diff_sat;
wire signed [11:0] roll_dterm;
logic signed [9:0] roll_pterm_flopd;
logic signed [11:0] roll_dterm_flopd;
assign roll_err = roll - d_roll;
assign roll_D_diff = roll_err_sat - prev_roll_err[D_QUEUE_DEPTH-1];
saturate sat_roll(.signed_err(roll_err), .signed_err_sat(roll_err_sat), 
             .signed_D_diff(roll_D_diff), .signed_D_diff_sat(roll_D_diff_sat), 
             .signed_pterm(roll_pterm));
assign roll_dterm = roll_D_diff_sat * $signed(D_COEFF);
always_ff @(posedge clk or negedge rst_n) begin
  if(!rst_n) begin
     roll_dterm_flopd <= 10'h000;
     roll_pterm_flopd <= 10'h000;
  end else begin
     roll_dterm_flopd <= (roll_dterm) ;
     roll_pterm_flopd <= (roll_pterm) ;
  end
end
wire signed [16:0] yaw_err;
wire signed [9:0] yaw_err_sat;
wire signed [9:0] yaw_pterm;
wire signed [9:0] yaw_D_diff;
wire signed [5:0] yaw_D_diff_sat;
wire signed [11:0] yaw_dterm;
logic signed [9:0] yaw_pterm_flopd;
logic signed [11:0] yaw_dterm_flopd;
assign yaw_err = yaw - d_yaw;
assign yaw_D_diff = yaw_err_sat - prev_yaw_err[D_QUEUE_DEPTH-1];
saturate sat_yaw(.signed_err(yaw_err), .signed_err_sat(yaw_err_sat), 
             .signed_D_diff(yaw_D_diff), .signed_D_diff_sat(yaw_D_diff_sat), 
             .signed_pterm(yaw_pterm));
assign yaw_dterm = yaw_D_diff_sat * $signed(D_COEFF);
always_ff @(posedge clk or negedge rst_n) begin
  if(!rst_n) begin
     yaw_dterm_flopd <= 10'h000;
     yaw_pterm_flopd <= 10'h000;
  end else begin
     yaw_dterm_flopd <=  (yaw_dterm) ;
     yaw_pterm_flopd <=  (yaw_pterm) ;
  end
end
always_ff@(posedge clk, negedge rst_n) begin
  if (~rst_n) begin
    for (x = 0; x < D_QUEUE_DEPTH; x = x+1) begin
        prev_ptch_err[x] <= 10'h00;
        prev_roll_err[x] <= 10'h00;
        prev_yaw_err[x] <= 10'h00;
    end
  end
  else if (vld) begin
    for (x = D_QUEUE_DEPTH-1; x >= 1; x=x-1) begin
      prev_ptch_err[x] <= prev_ptch_err[x-1];
      prev_roll_err[x] <= prev_roll_err[x-1];
      prev_yaw_err[x]  <= prev_yaw_err[x-1];
    end
    prev_ptch_err[0] <= ptch_err_sat;
    prev_roll_err[0] <= roll_err_sat;
    prev_yaw_err[0]  <= yaw_err_sat;
  end
end
wire [12:0] frnt_calc, bck_calc, lft_calc, rght_calc;
assign frnt_calc = {4'h0,thrst_flopd} + MIN_RUN_SPEED - {{3{ptch_pterm_flopd[9]}}, 
ptch_pterm_flopd} - {ptch_dterm_flopd[11],ptch_dterm_flopd} - {{3{yaw_pterm_flopd[9]}},yaw_pterm_flopd} - {yaw_dterm_flopd[11],yaw_dterm_flopd};
assign bck_calc  = {4'h0,thrst_flopd} + MIN_RUN_SPEED + {{3{ptch_pterm_flopd[9]}}, 
ptch_pterm_flopd} + {ptch_dterm_flopd[11],ptch_dterm_flopd} - {{3{yaw_pterm_flopd[9]}},yaw_pterm_flopd} - {yaw_dterm_flopd[11],yaw_dterm_flopd};
assign lft_calc  = {4'h0,thrst_flopd} + MIN_RUN_SPEED - {{3{roll_pterm_flopd[9]}}, 
roll_pterm_flopd} - {roll_dterm_flopd[11],roll_dterm_flopd} + {{3{yaw_pterm_flopd[9]}},yaw_pterm_flopd} + {yaw_dterm_flopd[11],yaw_dterm_flopd};
assign rght_calc = {4'h0,thrst_flopd} + MIN_RUN_SPEED + {{3{roll_pterm_flopd[9]}}, 
roll_pterm_flopd} + {roll_dterm_flopd[11],roll_dterm_flopd} + {{3{yaw_pterm_flopd[9]}},yaw_pterm_flopd} + {yaw_dterm_flopd[11],yaw_dterm_flopd};
wire [10:0] frnt_sat;
wire [10:0] bck_sat;
wire [10:0] lft_sat;
wire [10:0] rght_sat;
saturate_calc sat_frnt_calc(.calc(frnt_calc), .sat_calc(frnt_sat));
saturate_calc sat_bck_calc(.calc(bck_calc), .sat_calc(bck_sat));
saturate_calc sat_lft_calc(.calc(lft_calc), .sat_calc(lft_sat));
saturate_calc sat_rght_calc(.calc(rght_calc), .sat_calc(rght_sat));
assign frnt_spd = inertial_cal ? CAL_SPEED : frnt_sat;
assign bck_spd  = inertial_cal ? CAL_SPEED : bck_sat;
assign rght_spd = inertial_cal ? CAL_SPEED : rght_sat;
assign lft_spd  = inertial_cal ? CAL_SPEED : lft_sat;
endmodule 
module saturate_calc(calc, sat_calc);
  input [12:0] calc;
  output [10:0] sat_calc;
  assign sat_calc = calc[12] ? 
                        11'h00
                      :
                        calc[11] ? 11'h7FF : calc[10:0];
endmodule
module saturate(signed_err, signed_err_sat, signed_D_diff, signed_D_diff_sat, signed_pterm);
input signed [16:0] signed_err;
input signed[9:0] signed_D_diff;
output signed [9:0] signed_pterm;
output signed [9:0] signed_err_sat;
output signed [5:0] signed_D_diff_sat;
assign signed_pterm = {signed_err_sat[9], signed_err_sat[9:1]} + {{3{signed_err_sat[9]}}, signed_err_sat[9:3]};
assign signed_err_sat = signed_err[16] ? 
        ~&signed_err[15:9] ? 10'b1000000000 : signed_err[9:0]
      :
         |signed_err[15:9] ? 10'b0111111111 : signed_err[8:0];
assign signed_D_diff_sat = signed_D_diff[9] ? 
        ~&signed_D_diff[8:5] ? 6'b100000 : signed_D_diff[5:0]
         :
         |signed_D_diff[8:5] ? 6'b011111 : signed_D_diff[5:0];  
endmodule
```
==> summary.json <==
{
  "final_timing": {
    "final.setup.tns_ns": 0,
    "hold_slack_ns": 0.472,
    "finClkSkew_ns": 0.0200,
    "final_period_minus_worst_setup_slack_ns": 8.32,
    "worst_pin_slew_ns": 0.797,
    "hold_viol": 0,
    "finalMaxSlewViolations": 0,
    "period_used_share": 0.957,
    "slew_headroom": 0.466,
    "setup_violations": 0,
    "fmax_mhz": 120
  },
  "worst_setup_path": {
    "worst_setup_path_end_kind": "flop",
    "worst-path-max-fanout": 13,
    "slowest_stage": "sky130_fd_sc_hd__or4_4",
    "crit_path_frequent_cell": "sky130_fd_sc_hd__inv_1",
    "worst_path_largest_cell_delay_ns": 0.52,
    "critPathKind": "input port to flop",
    "critical_path_required_ns": 9.22,
    "worst_path_dominant_cell_family": "AND-OR/OR-AND gates",
    "critical_path_buf_inv_count": 7,
    "crit_arrival_ns": 8.84,
    "setup.worst_path.start_class": "input port"
  },
  "drt": {
    "n_antenna_cell": 0,
    "wl_per_cell_um": 15.8,
    "detailedRoute.firstPassIterationCount": 24,
    "detail_route.iter0.violations": 973,
    "num_vias": 19700,
    "post_drt_via_cell_ratio": 4.95,
    "detail_route.drc_violations": 0,
    "wl_um": 62700,
    "final_antenna_net_count": 0
  },
  "die": {
    "rows": 99,
    "fp.dieW_um": 274,
    "placeable_core_region_um2": 73100,
    "chip_area_um2": 75100,
    "floorplan.die.height_um": 274,
    "io-pin-count": 153,
    "fp_density": 0.405
  },
  "cells_and_area": {
    "fraction_of_final_layout_cells_with_drive_strength_greater_than_1": 0.273,
    "syn2layout_area_growth_pct": 22.5,
    "area.combinational_um2": 16400,
    "storage_element_area_um2": 12200,
    "filler_cell_count": 6217,
    "finalNonFillerCells": 3978
  },
  "yosys": {
    "distinct_lib_cells_used": 86,
    "synth-async-reset-ratio": 1.00,
    "syn_area_per_cell_um2": 11.6,
    "total_standard_cell_area_after_synthesis_um2": 29600,
    "synth_top_flop_cell": "sky130_fd_sc_hd__dfrtp_1",
    "yosys_register_bits": 489,
    "synth-cells-yosys": 2559,
    "netlist_top_cells_count": "489 x sky130_fd_sc_hd__dfrtp_1, 372 x sky130_fd_sc_hd__mux2_2, 263 x sky130_fd_sc_hd__inv_1",
    "yosys.cell_count.top_type": "sky130_fd_sc_hd__dfrtp_1",
    "top_area_frac": 0.414,
    "synth_chip_area_um2": 29600,
    "post_synth_main_area_contributors": "sky130_fd_sc_hd__dfrtp_1 41%, sky130_fd_sc_hd__mux2_2 14%, sky130_fd_sc_hd__fa_1 9.9%, sky130_fd_sc_hd__ha_1 8.5%, sky130_fd_sc_hd__inv_1 3.3%",
    "edf_count": 0,
    "synthCells": 2559,
    "synth_seq_share": 0.414,
    "ys.warnings.count": 4,
    "synth_area_leader_cell": "sky130_fd_sc_hd__dfrtp_1"
  },
  "clock_network": {
    "ctsHtreeMaxLevel": 2,
    "cts_tree": "built",
    "tritoncts.num_buffers": 51,
    "cts_hold_repair.buffers": 0,
    "clock_transition_at_the_registers_of_the_reported_paths_ns": 0.06,
    "clk_root_buffer_cell": "sky130_fd_sc_hd__clkbuf_16",
    "cts-root-to-sink-buffers": 3,
    "number_of_clock_sinks": 489,
    "worstSkewPairLatency_ns": 0.59
  },
  "placed_design": {
    "io_buffer_count": 152,
    "place_congestion": 0.947,
    "dp.final_hpwl_um": 48800,
    "dp_cells": 3875
  },
  "grt": {
    "grt-ovfl-total": 0,
    "globalRouteMet2Util": 0.258,
    "first_global_vias": 20200,
    "grt_util_met1": 0.293,
    "globalRoute.busiestLayer": "met1",
    "grt_max_degree": 126,
    "global_route_wire_length_before_repair_um": 105000,
    "grtUsageMet3": 0.0471,
    "grtUsageTotal": 0.181,
    "number_of_antenna_violations_at_the_first_check_in_global_routing": 0
  },
  "run": {
    "maxCapViolCount": 0,
    "warnings": 51
  },
  "min_path": {
    "hold_path_class": "flop to flop"
  },
  "outcome": {
    "status": "finished, final reports clean"
  }
}
## kinds of logic (layout without fill, tap and decap cells)
group / after synthesis / in the layout / share of synthesized area
buf+inv: 331 / 791 / 0.0424
simple gates: 390 / 390 / 0.0647
mux: 387 / 387 / 0.147
fa+ha+maj: 348 / 348 / 0.184
compound gates: 488 / 488 / 0.109
xor+xnor: 126 / 126 / 0.0390
flops: 489 / 489 / 0.414
## path summary, 6_finish.rpt
| path | startpoint | endpoint | slack, ns | cells past startpoint |
|---|---|---|---|---|
| max reg2reg | prev_yaw_err[13][1] | yaw_dterm_flopd[8] | 3.94 | 19 |
| max | ptch[0] | ptch_dterm_flopd[8] | 0.38 | 35 |
| min in group asynchronous | rst_n | prev_ptch_err[5][9] | 1.15 | 1 |
| min | prev_yaw_err[12][5] | prev_yaw_err[13][5] | 0.47 | 2 |
| max in group asynchronous | rst_n | prev_roll_err[11][1] | 5.75 | 3 |
| min reg2reg | prev_yaw_err[12][5] | prev_yaw_err[13][5] | 0.47 | 2 |
## layout make-up
| cell class | count | area share |
|---|---|---|
| inverters | 265 | 0.0274 |
| repair buffers | 431 | 0.101 |
| flip-flops and latches | 489 | 0.337 |
| clock inverters | 27 | 0.00942 |
| well taps | 959 | 0.0331 |
| multi-input cells | 1739 | 0.452 |
| clock buffers | 68 | 0.0400 |
## flip-flops by register name, summed over array words and instances, names as in the netlist
signal	flops
ptch_pterm_flopd	10
thrst_flopd	9
ptch_dterm_flopd	10
yaw_pterm_flopd	10
yaw_dterm_flopd	10
prev_ptch_err	140
prev_roll_err	140
roll_dterm_flopd	10
roll_pterm_flopd	10
prev_yaw_err	140
## metrics by stage
step | setup WS [ns] | utilization | instance area [um^2]
floorplan | 0.0640 | - | 29600
CTS | 0.0765 | 0.492 | 35900
global route | -0.0251 | 0.496 | 36300
detailed placement | -0.505 | 0.467 | 34100
finish | 0.378 | 0.496 | 36300
global placement | -0.450 | 0.467 | 34100
## metal layers
metal	up-vias	part of all wire
met1	9517	0.49
met2	344	0.42
li1	9769	-
met4	0	0.022
met3	66	0.065
met5	-	0
## repair_timing
item / in CTS / in global routing
setup buffers: 0 / 8
gates resized: 0 / 72
hold endpoints to repair: 0 / 0
endpoints found under the setup margin: 0 / 14
## cells in the final DEF, fill, tap and decap left out, drive strengths merged, types with 117 or more instances in the layout
cell and n:
nor2 119, mux2 372, buf 281, fa 147, a21oi 128, ha 201, o21ai 117, clkdlybuf4s50 149
inv 267, dfrtp 489
## worst reg2reg max path, stage by stage (launching register included)
cell                      delay (ns)
sky130_fd_sc_hd__dfrtp_1        0.36
sky130_fd_sc_hd__inv_1          0.17
sky130_fd_sc_hd__ha_1           0.26
sky130_fd_sc_hd__nor2b_1        0.12
sky130_fd_sc_hd__o21ai_0        0.23
sky130_fd_sc_hd__a21oi_1        0.16
sky130_fd_sc_hd__buf_4          0.15
sky130_fd_sc_hd__nor3_1         0.20
sky130_fd_sc_hd__xor2_1         0.20
sky130_fd_sc_hd__nand2_1        0.06
sky130_fd_sc_hd__or3_1          0.39
sky130_fd_sc_hd__and2_1         0.19
sky130_fd_sc_hd__buf_4          0.14
sky130_fd_sc_hd__nor4b_1        0.46
sky130_fd_sc_hd__fa_1           0.50
sky130_fd_sc_hd__ha_1           0.34
sky130_fd_sc_hd__a21o_1         0.15
sky130_fd_sc_hd__a21oi_2        0.06
sky130_fd_sc_hd__buf_4          0.14
sky130_fd_sc_hd__o41a_1         0.36
